===== /design/flow/design.v =====
module pc_exp(input logic clk, reset,
output logic [7:0] count); 
always_ff @ (posedge clk) begin
if (reset) count <= 8'b0; else count <= count + 1; 
end
endmodule

===== /design/flow/run.sh =====
#!/bin/bash
# OpenROAD 26Q1-2900-gdf79404cd8, Yosys 0.63+post, stock flow scripts
make -C /OpenROAD-flow-scripts/flow DESIGN_CONFIG=/design/flow/config.mk WORK_HOME=/design/flow/orfs finish

===== /design/flow/config.mk =====
export PLATFORM = sky130hd
export DESIGN_NAME = pc_exp
export DESIGN_NICKNAME = pc_exp
export VERILOG_FILES = /design/flow/design.v
export SDC_FILE = /design/flow/constraint.sdc
export NUM_CORES = 4
export LEC_CHECK = 1
export CORE_AREA = 10 10 70 70
export DIE_AREA = 0 0 80 80

===== /design/flow/constraint.sdc =====
current_design pc_exp

set clk_period 1.4
set clk_io_pct 0.2

create_clock -name clk0 -period $clk_period [get_ports {clk}]

set non_clock_inputs [all_inputs -no_clocks]
set_input_delay [expr $clk_period * $clk_io_pct] -clock clk0 $non_clock_inputs
set_output_delay [expr $clk_period * $clk_io_pct] -clock clk0 [all_outputs]

==> out/summary.txt <==
Synth area leader -> dfxtp_1
GRT Util Overall -> 0.0249
# port buffers -> 9
Mapped Cells -> 33
Hold Buf Count CTS -> 0
Pwr per Cell Area -> 849 nW/µm²
Adders+Majority by Area -> 0.0412
Max Buffers Root-to-Sink -> 2
CP max FO -> 4
largest net degree at the start of global routing -> 9
number of max-cap violations -> 0
worst hold path class -> flip-flop to flip-flop
Die Height -> 80 µm
Die X -> 80 µm
measured slew at the worst slew-check pin -> 0.296 ns
logic area -> 136 µm²
Top cell area share -> 0.527
ys cells -> 33
CP max-delay cell -> clkdlybuf4s50_1
initial antenna violation count -> 0
Final period util -> 0.966
DP HPWL -> 578 µm
pre-CTS WS -> 0.127 ns
DRT Wirelength -> 803 µm
Post-synth seq share -> 0.527
DRC -> 0
most numerous logic cells after layout -> clkdlybuf4s50_1, nor2_1, dfxtp_4, dfxtp_2, buf_4
CTS H-tree depth -> 1
vias per cell -> 2.98
slowest stage delay, CP -> 0.47 ns
register bit total from synthesis -> 8
tool warnings -> 25
Largest register FFs -> 8
clock skew -> 0.00128 ns
CTS tree -> yes
Finish-stage setup viols -> 0
Pins Over Slew Limit -> 0
Max IR drop VDD -> 580 µV
I/O pin total -> 10
vias in the first global route -> 270
first-pass GRT wire length -> 1220 µm
Critical Path RT -> 1.12 ns
Starting DRT DRC Count -> 4
CTS sink count -> 8
Worst setup SP type -> flip-flop
Tmin final -> 1.35 ns
area fraction in mux cells -> 0
vias -> 280
RePlAce Congestion -> 0.665
XOR-XNOR Cells, Area Fraction -> 0.0864
Cell area leaders -> dfxtp_1, or3_1, xnor2_1
Core Region -> 3420 µm²
Worst Path Buf+Inv -> 1
Hold Worst Slack -> 0.438 ns
family with the most delay on the worst path -> buffers and inverters
setup_tns -> 0 ns
Slew headroom -> 0.802
outcome -> finished clean
main logic family after synthesis -> simple AND/OR/NAND/NOR gates
Rows -> 21
GRT Residual Overflow -> 0
ant diodes -> 0
area share of and/or/nand/nor cells after synthesis -> 0.222
clock root buffer -> clkbuf_4
Commonest Layout Cell -> clkdlybuf4s50_1
Most flops, register -> count
Peak Freq -> 0.740 GHz
Worst EP arrival -> 1.07 ns
total power -> 0.442 mW
Cell Area, Synth -> 304 µm²
WL/cell -> 8.54 µm
Hold Vio Cnt, Final -> 0
biggest regs -> count (8)
drt pass-1 iters -> 4
area grow syn2layout -> 71.2%
nature of the critical path endpoint -> output port
Flop area -> 180 µm²
yosys stat chip area -> 304 µm²
Clock transition at path regs -> 0.05 ns
Filler cells -> 395
Die ar. -> 6400 µm²
Ys Warns -> 1
Post-Synth AOI/OAI Area -> 0.0988
antenna-violating nets left -> 0
Unique masters post-synth -> 15
Num CTS Buffers -> 3
Final WS setup -> 0.0481 ns
clk latency of the worst-skew pair -> 0.25 ns
critical path class -> flip-flop to output port
share of layout cells above drive strength 1 -> 0.333
initial core utilization -> 0.0890
Leak Pwr -> 0.174 nW
worst-path cell chain -> clkdlybuf4s50_1
utilization after layout -> 0.152
syn_area_per_cell -> 9.21 µm²
[repair_timing]
action / CTS / global route
resized: 6 / 6
setup buffers: 0 / 4
setup endpoints to repair: 6 / 7
[cells in the mapped netlist]
cell type  instances
a21oi_1            3
and3_2             1
clkbuf_1           1
dfxtp_1            8
ha_1               1
inv_1              1
nand2_1            1
nand3_1            2
nand4_1            1
nor2_1             4
nor2b_1            1
o21ai_0            3
or3_1              3
xnor2_1            2
xor2_1             1
[kinds of logic (layout without fill, tap and decap cells)]
logic type,count (synthesis),in the layout
flops,8,8
buf+inv,2,17
compound gates,6,6
xor+xnor,3,3
fa+ha+maj,1,1
simple gates,13,13
[where the power goes]
group          leakage [nW]  internal (mW)  switching, mW
Clock                0.0138         0.0976         0.0715
Combinational        0.0907         0.0232         0.0102
Sequential           0.0698          0.232        0.00759
Total                 0.174          0.352         0.0893
[worst paths after layout]
check           start       end  slack [ns]  depth (start not counted)
max          count[6]  count[6]        0.05                          1
min          count[0]  count[0]        0.44                          1
max reg2reg  count[0]  count[6]        0.16                          4
min reg2reg  count[0]  count[0]        0.44                          1
[metal layers]
layer | wire length [µm] | vias to the layer above | part of all wire | track usage
li1 | - | 146 | - | -
met1 | 407 | 121 | 0.51 | 0.0323
met2 | 253 | 13 | 0.32 | 0.0273
met3 | 141 | 0 | 0.18 | 0.0273
met4 | 0 | 0 | 0 | 0.00176
met5 | 0 | - | 0 | 0
[metrics by stage]
| step | instances | instance area (µm²) |
|---|---|---|
| 2_1_floorplan | 33 | 304 |
| 3_3_place_gp | 87 | 448 |
| 3_5_place_dp | 87 | 448 |
| 4_1_cts | 90 | 478 |
| 5_1_grt | 94 | 520 |
| 6_report | 94 | 520 |
[area by class of cell]
| class | instances | area share |
|---|---|---|
| Multi-Input combinational cell | 23 | 0.262 |
| Timing Repair Buffer | 13 | 0.231 |
| Sequential cell | 8 | 0.346 |
| Inverter | 1 | 0.00721 |
| Clock buffer | 3 | 0.0433 |
| Tap cell | 46 | 0.111 |
No activity file was given, so power comes from the tool's default toggle rates.
