[flow/run.sh]
#!/bin/bash
# OpenROAD 26Q1-2900-gdf79404cd8, Yosys 0.63+post, stock flow scripts
make -C /OpenROAD-flow-scripts/flow DESIGN_CONFIG=/design/flow/config.mk WORK_HOME=/design/flow/orfs finish
[flow/config.mk]
export PLATFORM = sky130hd
export DESIGN_NAME = reg_file_exp
export DESIGN_NICKNAME = reg_file_exp
export VERILOG_FILES = /design/flow/design.v
export SDC_FILE = /design/flow/constraint.sdc
export NUM_CORES = 4
export LEC_CHECK = 1
export CORE_UTILIZATION = 30
[flow/constraint.sdc]
current_design reg_file_exp

set clk_period 2.7
set clk_io_pct 0.2

create_clock -name clk0 -period $clk_period [get_ports {clk}]

set non_clock_inputs [all_inputs -no_clocks]
set_input_delay [expr $clk_period * $clk_io_pct] -clock clk0 $non_clock_inputs
set_output_delay [expr $clk_period * $clk_io_pct] -clock clk0 [all_outputs]
[flow/design.v]
module reg_file_exp(input logic [3:0] RA1, RA2, WA, input logic [7:0] data_in,
input logic clk, reset, write_enable,
output logic [7:0] data_out1, data_out2); logic [7:0] rf [0:15];
assign data_out1 = rf[RA1]; assign data_out2 = rf[RA2]; always_ff @ (posedge clk)
if (write_enable)
rf[WA] <= data_in;
endmodule
==> impl_metrics.csv <==
group,metric,value,unit
placed_design,dpl.cell_count,628,
placed_design,placed_cell_area,7060,um2
global_route,grt_pass1_vias,3825,
power_and_ir_drop,swShare,21.0,%
critical_path,worstPathArrival,2.11,ns
critical_path,endpoint_kind,"output pin",
yosys,yosys_area,6030,um2
yosys,synth_cell_types,19,
sta,whs,1.06,ns
critical_path,worst_path_max_delay_cell,"mux4_1",
final_layout,nFillCells,1696,
power_and_ir_drop,pwr_density_cell,637,nW/um2
global_route,track_usage,16.7,%
status,status,"finished clean",
floorplanning,io-pin-count,39,
power_and_ir_drop,p_int,4.08,mW
yosys,largest_area_cell,"edfxtp_1",
routing,wl_per_cell,23.5,um
critical_path,cpPeakStageDelay,0.57,ns
power_and_ir_drop,ir_drop,0.537,mV
floorplanning,die_x,144,um
routing,viasPerCell,5.22,
global_route,grt_start_max_net_pins,17,
run,tool_warnings,27,
clock_network,cts.sinks,128,
clock_network,cts_tree,"done",
clock_network,h-tree-depth,4,
yosys,top_cell_area_share,63.8,%
sta,drv_slew,0,
power_and_ir_drop,clock_power_share,45.9,%
yosys,syn_inst,291,
final_layout,fin_cells,674,
clock_network,cts_root_buf,"clkbuf_16",
floorplanning,fp_util,30.8,%
sta,setup_tns,0,ns
yosys,avgSynthCellArea,20.7,um2
power_and_ir_drop,leakage,2.78,nW
critical_path,path_class,"primary input to output pin",
routing,firstDrtPassIters,5,
critical_path,worstPathCellList,"buf_8 > buf_12 > mux4_1 > a22oi_2 > nand2_1 > clkdlybuf4s50_1",
floorplanning,core_area,19600,um2
floorplanning,die_h,144,um
yosys,ys_seq_share,63.8,%
yosys,ys_cells,291,
final_layout,design_area,8100,um2
yosys,yosysWarnings,1,
yosys,area_leaders,"edfxtp_1, mux4_2, mux4_1",
final_layout,largest-register,"rf",
sta,worst_pin_slew,0.543,ns
final_layout,lay_top_cells,"edfxtp_1, buf_4, mux4_2",
clock_network,cts-hold-fix-buffers,0,
placed_design,numPortBuffers,37,
sta,grt_setup_unrepaired,"false",
power_and_ir_drop,p_comb_share,10.5,%
sta,max_freq,0.377,GHz
final_layout,area_delta_synth_final,34.4,%
sta,min_period_over_period,98.1,%
critical_path,start_kind,"primary input",
placed_design,dpl.hpwl,9620,um
routing,num_vias,3519,
min_path,hold_path.class,"primary input to register",
floorplanning,rows,51,
final_layout,largest_reg_flops,128,
global_route,overflow,0,
routing,drt_iter0_markers,208,
final_layout,reg_top3,"rf x128",
clock_network,clk_pin_slew_worst_paths,0.06,ns
sta,min_period,2.65,ns
power_and_ir_drop,p_sw,1.08,mW
critical_path,cp_max_fo,7,
critical_path,crit_end,"data_out1[4]",
routing,antenna_cells,0,
clock_network,clock_path_buffers,2,
run,maxCapViolCount,0,
final_layout,layout_top_cell,"edfxtp_1",
floorplanning,die_area,20700,um2
routing,antenna_left,0,
final_layout,layout-drive-gt1-share,45.5,%
sta,setup_viol,0,
placed_design,gp_congestion,0.817,
yosys,netlist_area,6030,um2
power_and_ir_drop,power_frac_seq,43.5,%
sta,relSlewSlack,63.7,%
routing,drc,0,
critical_path,crit_required,2.16,ns
routing,wl,15800,um
global_route,antenna_found_initial,0,
min_path,hold_path.startpoint,"data_in[7]",
yosys,ys_ff,128,
sta,hold_viol,0,
global_route,grt_pass1_wl,22300,um
clock_network,cts-buffers-inserted,17,
critical_path,startpoint,"RA1[0]",
-- layout make-up --
| class | instances | area (um2) | area share [%] |
|---|---|---|---|
| repair buffers | 106 | 1190 | 14.7 |
| flip-flops and latches | 128 | 3840 | 47.4 |
| well taps | 265 | 332 | 4.09 |
| clock buffers | 18 | 429 | 5.30 |
| multi-input cells | 143 | 2120 | 26.1 |
| clock inverters | 14 | 191 | 2.36 |
-- worst min path at each step --
stage,end,slack (ns),cells after the start
after CTS,rf[6][5],1.05,1
after global routing,rf[1][5],1.09,1
final,rf[14][7],1.06,1
-- cells by family (layout without fill, tap and decap cells) --
family | Yosys count | count (layout) | synth area share [%]
AND-OR/OR-AND | 32 | 32 | 3.99
buffers and inverters | 20 | 138 | 2.87
multiplexers | 64 | 64 | 25.7
AND/OR/NAND/NOR | 47 | 47 | 3.61
flip-flops | 128 | 128 | 63.8
-- worst max-delay path, delay by kind of cell --
family,cells,cell delay [ns]
AOI/OAI and AO/OA,1,0.20
and+or+nand+nor,1,0.11
muxes,1,0.57
buffers and inverters,3,0.69
-- metrics by stage --
step / setup slack, ns / util (%) / power (mW)
CTS: -0.00357 / 40.4 / 5.15
floorplan: 0.612 / - / 2.50
global route: 0.00362 / 41.4 / 5.31
detailed placement: -0.325 / 36.0 / 2.74
global placement: -0.323 / 36.0 / 2.73
finish: 0.0504 / 41.4 / 5.16
-- Yosys cell counts --
| master | instances |
|---|---|
| nand3_1 | 1 |
| nand2b_1 | 2 |
| nand3b_1 | 2 |
| nor3_1 | 4 |
| mux4_4 | 2 |
| and2_1 | 2 |
| nor2b_1 | 2 |
| a22oi_1 | 32 |
| buf_2 | 6 |
| nor2_1 | 14 |
| buf_6 | 6 |
| mux4_1 | 28 |
| and2b_1 | 2 |
| buf_4 | 2 |
| mux4_2 | 34 |
| clkdlybuf4s25_2 | 6 |
| or3b_2 | 1 |
| edfxtp_1 | 128 |
| nand2_1 | 17 |
-- power by group through the flow --
stage	Sequential (mW)	Combinational (mW)	Clock (mW)
6_report	2.25	0.543	2.37
4_1_cts	2.25	0.504	2.40
5_1_grt	2.25	0.577	2.49
-- layer usage --
layer,vias to the layer above,GRT usage (%),wire (um)
met1,1757,19.3,5480
li1,1498,-,-
met2,229,25.2,7470
met5,-,2.01,50
met4,2,2.69,418
met3,33,12.8,2400
-- repair_timing --
action	CTS	global route
gates cloned	4	4
setup buffers	4	2
endpoints found under the setup margin	16	16
pin swaps	7	9
resized	34	45
Power and IR drop assume default switching activity.
